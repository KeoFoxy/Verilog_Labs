==> /design/flow/design.v <==
module decoder_key_hex_4 (
    input [1:0]SW,
    input [3:0] key,
    output reg [6:0] hex3, 
    output reg [6:0] hex2, 
    output reg [6:0] hex1, 
    output reg [6:0] hex0  
);
    always@*
    begin
	if(key[0] == 0)
	begin
	        hex3 = 7'b1000000;
			hex2 = 7'b1000000;
			hex1 = 7'b1000000;
			hex0 = 7'b1111001;
	end
	else if(key[1] == 0)
	begin
	        hex3 = 7'b1000000;
			hex2 = 7'b1000000;
			hex1 = 7'b0100100;
			hex0 = 7'b1000000;
	end
	else if(key[2] == 0)
	begin
	        hex3 = 7'b1000000;
			hex2 = 7'b0110000;
			hex1 = 7'b1000000;
			hex0 = 7'b1000000;
	end
	else if(key[3] == 0)
	begin
	        hex3 = 7'b0011001;
			hex2 = 7'b1000000;
			hex1 = 7'b1000000;
			hex0 = 7'b1000000;
	end
    else if(SW[1])
	begin
			hex3 = 7'b0011001;
			hex2 = 7'b0110000;
			hex1 = 7'b0100100;
			hex0 = 7'b1111001;
    end
	else if(SW[0])
	begin
	        hex3 = 7'b1000000;
			hex2 = 7'b1000000;
			hex1 = 7'b1000000;
			hex0 = 7'b1000000;
	end
    else if(!(SW[0]& SW[1] &(!key)))  
	begin
	        hex3 = 7'b0000000;
			hex2 = 7'b0000000;
			hex1 = 7'b0000000;
			hex0 = 7'b0000000;
	end
	end
endmodule
==> /design/flow/run.sh <==
#!/bin/bash
# OpenROAD 26Q1-2900-gdf79404cd8, Yosys 0.63+post, stock flow scripts
make -C /OpenROAD-flow-scripts/flow DESIGN_CONFIG=/design/flow/config.mk WORK_HOME=/design/flow/orfs finish
==> /design/flow/config.mk <==
export PLATFORM = sky130hd
export DESIGN_NAME = decoder_key_hex_4
export DESIGN_NICKNAME = decoder_key_hex_4
export VERILOG_FILES = /design/flow/design.v
export SDC_FILE = /design/flow/constraint.sdc
export NUM_CORES = 4
export LEC_CHECK = 1
export CORE_AREA = 10 10 70 70
export DIE_AREA = 0 0 80 80
==> /design/flow/constraint.sdc <==
current_design decoder_key_hex_4

set clk_period 1.9
set clk_io_pct 0.2

create_clock -name clk0 -period $clk_period

set non_clock_inputs [all_inputs -no_clocks]
set_input_delay [expr $clk_period * $clk_io_pct] -clock clk0 $non_clock_inputs
set_output_delay [expr $clk_period * $clk_io_pct] -clock clk0 [all_outputs]
==> flow_metrics.py <==
# Flow results
metrics = {
    "place": {
        "hpwlAfterDp_um": 835,
        "placed_cells": 115,
        "io_buffers": 21,
        "gp_congestion": 0.731,
        "dpl-instance-area_um2": 566,
    },
    "yosys": {
        "synth_area_um2": 373,
        "largest_area_cell": "buf_4",
        "yosys_warnings": 1,
        "mux_area_share_pct": 0,
        "ys_sh_aoi_pct": 11.1,
        "syn_area_per_cell_um2": 7.77,
        "top_area_share_pct": 40.3,
        "topCellsByArea": "buf_4, dlxtn_1, nand3_1, o21ai_0, inv_1",
        "yosys.area_share.simple_pct": 12.4,
        "synth_cell_type_count": 13,
        "ys.flops": 8,
        "ys_cells": 48,
        "ys_sh_xor_pct": 0,
        "synth_adder_area_share_pct": 0,
        "yosys_area_um2": 373,
        "netlist_instances": 48,
        "topCombFamilyByArea": "buffers and inverters",
    },
    "status": {
        "status": "complete, no violations",
    },
    "sta": {
        "post-route-min-period_ns": 1.86,
        "setup_viol": 0,
        "post-route-period-util_pct": 97.9,
        "setup_tns_ns": 0,
        "untimed_endpoints": 8,
        "clock.fmax_ghz": 0.537,
        "unclocked_pins": 8,
        "slew_violations": 0,
        "hold_viol_final": 0,
    },
    "global_route": {
        "grt_start_max_net_pins": 7,
        "grt_pass1_wl_um": 1380,
        "grt_pass1_vias": 306,
        "overflow": 0,
        "antenna_found_initial": 0,
        "grt.total_usage_pct": 2.51,
    },
    "layout": {
        "final_cell_area_um2": 672,
        "seqCellArea_um2": 125,
        "n_fill_cell": 377,
        "layout-drive-gt1-share_pct": 33.8,
        "final_util_pct": 19.7,
        "instances_no_fill": 117,
        "logic_area_um2": 219,
        "area_growth_pct": 80.2,
    },
    "die": {
        "fp-utilization_pct": 10.9,
        "die_w_um": 80,
        "die_y_um": 80,
        "fp.coreArea_mm2": 0.00342,
        "ios": 34,
        "chip_area_mm2": 0.00640,
        "rows": 21,
    },
    "route": {
        "totalWireLength_um": 996,
        "n_antenna_cell": 0,
        "num_vias": 305,
        "drt_iter0_drc": 12,
        "avgViaCountPerCell": 2.61,
        "drtAntennaViolNets": 0,
        "wl_per_cell_um": 8.51,
        "drc": 0,
        "first_pass_iters": 2,
    },
    "cts": {
        "cts_hold_buf": 0,
    },
    "power_and_ir_drop": {
        "power_density_mw_per_mm2": 115,
        "peakVddDrop_mv": 0.0204,
        "p_leak_nw": 0.360,
    },
    "critical_path": {
        "cp-start-kind": "input port",
        "critPathCaptureType": "primary output",
        "critPathLaunch": "SW[1]",
        "arrival_ns": 1.48,
        "cp-endpoint": "hex0[3]",
        "path_class": "input port to primary output",
        "crit_fanout": 5,
        "worst_ep_required_time_ns": 1.52,
    },
    "flow_run": {
        "tool_warnings": 32,
        "maxCapViolations": 0,
    },
}
==> flip-flops by register name, indices dropped and copies added (netlist names) <==
name	flops
hex2	2
hex1	2
hex3	2
hex0	2
==> where the power goes <==
part	switching, mW	internal (mW)	total [mW]
logic	0.0260	0.0380	0.0640
clock network	0	0	0
registers	0.00145	0.0121	0.0136
==> cells in the final DEF, fill, tap and decap left out <==
cell and instances:
o21ai_0 2, clkdlybuf4s15_1 1, nand3_4 2, nand2_2 3, a21o_2 1, dlymetal6s2s_1 4
clkdlybuf4s15_2 1, buf_4 2, inv_2 1, clkdlybuf4s50_1 4, dlygate4sd2_1 6, inv_1 2
conb_1 21, nor2b_4 1, buf_8 4, or4_1 1, dlxtn_1 4, dlxtn_2 4
a21oi_2 2, nand2_1 1, a21boi_2 1, nand3_1 1, o21ai_2 1, buf_12 1
==> through the flow <==
step           total power [mW]  setup WS [ns]
2_1_floorplan            0.0470          0.427
3_3_place_gp             0.0622         -0.684
3_5_place_dp             0.0621         -0.671
4_1_cts                  0.0699        0.00210
5_1_grt                  0.0867       -0.00330
6_report                 0.0775         0.0391
==> synth_stat cells, drive strengths merged <==
master  number
nand2        4
conb         1
dlxtn        8
o21ai        3
inv          3
a21boi       1
nor2b        1
or4          1
a21o         1
buf         20
a21oi        2
nand3        3
==> critical path, stage by stage <==
cell,delay (ns)
buf_8,0.10
nand3_4,0.08
o21ai_2,0.10
dlxtn_2,0.36
clkdlybuf4s50_1,0.46
==> cell type report <==
class	count	share of cell area [%]
inverters	3	1.68
flip-flops and latches	8	18.6
well taps	46	8.57
repair buffers	23	38.5
multi-input cells	37	32.6
==> routing by layer <==
| metal | track usage [%] | wire length [um] |
|---|---|---|
| met2 | 4.41 | 437 |
| met5 | 0 | 0 |
| met4 | 0 | 0 |
| met3 | 0.568 | 112 |
| met1 | 3.21 | 446 |
==> kinds of logic after synthesis <==
kind of cell	after synthesis
AND-OR/OR-AND	7
buffers and inverters	23
latches	8
other	1
AND/OR/NAND/NOR	9
==> timing repair <==
item	CTS	global route
setup endpoints to repair	15	9
pin swaps	6	4
gates resized	53	17
buffers inserted	1	1
Power figures rest on the tool's default switching activity, not on a simulated workload.
