==> ./config.mk <==
export PLATFORM = sky130hd
export DESIGN_NAME = lab_3_individual
export DESIGN_NICKNAME = lab_3_individual
export VERILOG_FILES = /design/flow/design.v
export SDC_FILE = /design/flow/constraint.sdc
export NUM_CORES = 4
export LEC_CHECK = 1
export CORE_AREA = 10 10 70 70
export DIE_AREA = 0 0 80 80
==> ./design.v <==
module lab_3_individual (sw, hex0, hex1, hex2, hex3, x ,y);
input [4:0] sw;
output reg [6:0] hex0;
output reg [6:0] hex1;
output [6:0] hex2;
output [6:0] hex3;
output reg [6:0] x;  
output reg [6:0] y;  
assign hex3 = 7'b1000000;
assign hex2 = 7'b1000000;
always @*
begin
    if(sw[4:0] > 29)
    x = 3;
    else if(sw[4:0] > 19)
    x = 2;
    else if(sw[4:0] > 9)
    x = 1;
    else 
    x = 0;
    case(x)
    0:hex1 =7'b1000000;
    1:hex1 =7'b1001111;
    2:hex1 =7'b0100100;
    3:hex1 =7'b0110000;
    endcase
    y = sw[4:0]-x*10;
    case(y)
    0:hex0=7'b1000000;
    1:hex0=7'b1001111;
    2:hex0=7'b0100100;
    3:hex0=7'b0110000;
    4:hex0=7'b0011001;
    5:hex0=7'b0010010;
    6:hex0=7'b0000010;
    7:hex0=7'b1111000;
    8:hex0=7'b0000000;
    9:hex0=7'b0010000;
    endcase
end
endmodule
==> ./run.sh <==
#!/bin/bash
# OpenROAD 26Q1-2900-gdf79404cd8, Yosys 0.63+post, stock flow scripts
make -C /OpenROAD-flow-scripts/flow DESIGN_CONFIG=/design/flow/config.mk WORK_HOME=/design/flow/orfs finish
==> ./constraint.sdc <==
current_design lab_3_individual

set clk_period 6.2
set clk_io_pct 0.2

create_clock -name clk0 -period $clk_period

set non_clock_inputs [all_inputs -no_clocks]
set_input_delay [expr $clk_period * $clk_io_pct] -clock clk0 $non_clock_inputs
set_output_delay [expr $clk_period * $clk_io_pct] -clock clk0 [all_outputs]
==> run_summary.xml <==
<?xml version="1.0" encoding="UTF-8"?>
<metrics>
  <group name="outcome">
    <metric name="outcome" unit="">completed</metric>
  </group>
  <group name="floorplanning">
    <metric name="chip_area" unit="sq mm">0.00640</metric>
    <metric name="dieWidth" unit="um">80</metric>
    <metric name="fp.coreArea" unit="sq mm">0.00342</metric>
    <metric name="rows" unit="">21</metric>
    <metric name="floorplan.die.height" unit="um">80</metric>
    <metric name="ioPinCount" unit="">47</metric>
    <metric name="fp-utilization" unit="%">22.9</metric>
  </group>
  <group name="grt">
    <metric name="first_global_vias" unit="">627</metric>
    <metric name="grt_remaining_overflow" unit="">0</metric>
    <metric name="grt_usage" unit="%">4.98</metric>
    <metric name="wire_length_of_the_first_global_routing_pass" unit="mm">2.77</metric>
    <metric name="antenna_found_initial" unit="">0</metric>
    <metric name="grt_max_degree" unit="">13</metric>
  </group>
  <group name="logic_synthesis">
    <metric name="yosys.cell_types.count" unit="">30</metric>
    <metric name="ys_cells" unit="">100</metric>
    <metric name="postSynthCellCount" unit="">100</metric>
    <metric name="numSynthFlops" unit="">12</metric>
    <metric name="synth.top_cells.by_count" unit="">sky130_fd_sc_hd__buf_4 (22), sky130_fd_sc_hd__dlxtn_1 (12), sky130_fd_sc_hd__a21oi_1 (7), sky130_fd_sc_hd__inv_1 (7)</metric>
    <metric name="synth.cellmix.compoundShare" unit="%">16.5</metric>
    <metric name="synthTopCellsByArea" unit="">sky130_fd_sc_hd__dlxtn_1 (23%), sky130_fd_sc_hd__buf_4 (21%), sky130_fd_sc_hd__ha_1 (8.0%), sky130_fd_sc_hd__a21oi_1 (4.5%), sky130_fd_sc_hd__inv_1 (3.4%)</metric>
    <metric name="synth.cellmix.xorXnorShare" unit="%">5.59</metric>
    <metric name="async_reset_ff_share" unit="%">0</metric>
    <metric name="adder_share" unit="%">10.5</metric>
    <metric name="synth_warnings" unit="">1</metric>
    <metric name="synth_dominant_cell_count" unit="">sky130_fd_sc_hd__buf_4</metric>
    <metric name="muxShareOfSynthArea" unit="%">1.28</metric>
    <metric name="post_synth_instance_area" unit="sq um">783</metric>
    <metric name="synth_largest_type_area_fraction" unit="%">23.0</metric>
    <metric name="topCombFamilyByArea" unit="">buffers and inverters</metric>
    <metric name="simple_gate_share" unit="%">14.9</metric>
    <metric name="synth_chip_area" unit="sq um">783</metric>
    <metric name="synth-edff-count" unit="">0</metric>
    <metric name="ff_type" unit="">sky130_fd_sc_hd__dlxtn_1</metric>
    <metric name="top_area_cell" unit="">sky130_fd_sc_hd__dlxtn_1</metric>
    <metric name="synth.avg_cell_area" unit="sq um">7.83</metric>
  </group>
  <group name="critical_path">
    <metric name="crit_fanout" unit="">12</metric>
    <metric name="arrival" unit="ns">3.86</metric>
    <metric name="endpoint_kind" unit="">output pin</metric>
    <metric name="start_kind" unit="">primary input</metric>
    <metric name="critical_path_class" unit="">primary input to output pin</metric>
    <metric name="worst_ep_required_time" unit="ns">4.96</metric>
  </group>
  <group name="pwr">
    <metric name="p_per_area" unit="mW/mm^2">106</metric>
    <metric name="total_leakage_power" unit="nW">0.473</metric>
    <metric name="max-vdd-ir-drop" unit="V">0.0000192</metric>
  </group>
  <group name="timing">
    <metric name="unconstrained_endpoints" unit="">19</metric>
    <metric name="min_period_over_period" unit="%">82.2</metric>
    <metric name="fmax" unit="MHz">196</metric>
    <metric name="finalSetupTns" unit="ns">0</metric>
    <metric name="rsz0062_at_grt" unit="">no</metric>
    <metric name="slew_violations" unit="">0</metric>
    <metric name="final-hold-violation-count" unit="">0</metric>
    <metric name="setup_failing_eps_final" unit="">0</metric>
    <metric name="final_period_minus_worst_setup_slack" unit="ns">5.10</metric>
    <metric name="unclocked_regs" unit="">12</metric>
  </group>
  <group name="detailed_routing">
    <metric name="wl_met2" unit="um">845</metric>
    <metric name="remaining_drc_errors" unit="">0</metric>
    <metric name="met3RoutedLength" unit="um">149</metric>
    <metric name="dr.max_layer_used" unit="">met3</metric>
    <metric name="drt-initial-drc-count" unit="">70</metric>
    <metric name="vias" unit="">638</metric>
    <metric name="route.antenna.remaining_nets" unit="">0</metric>
    <metric name="vias_per_cell" unit="">3.73</metric>
    <metric name="routed_wirelength" unit="mm">1.68</metric>
    <metric name="wl_per_cell" unit="um">9.85</metric>
    <metric name="routedLengthMet1" unit="um">689</metric>
    <metric name="dr.pass1.iters" unit="">4</metric>
    <metric name="insertedDiodeCount" unit="">0</metric>
  </group>
  <group name="clock_tree">
    <metric name="cts_repair_resize_count" unit="">0</metric>
    <metric name="post-cts-setup-buffer-count" unit="">0</metric>
    <metric name="postCtsHoldBufs" unit="">0</metric>
  </group>
  <group name="final_layout">
    <metric name="area.growth.synth_to_final" unit="%">31.2</metric>
    <metric name="final_core_utilization" unit="%">30.1</metric>
    <metric name="layout_cell_share_with_drive_strength_beyond_1" unit="%">4.00</metric>
  </group>
  <group name="min_path">
    <metric name="min-delay-path-class" unit="">primary input to output pin</metric>
  </group>
  <group name="placed_design">
    <metric name="globalplace.congestion" unit="">0.861</metric>
    <metric name="dp.final_hpwl" unit="mm">1.51</metric>
    <metric name="numPortBuffers" unit="">28</metric>
  </group>
  <group name="flow_run">
    <metric name="max_cap_viol_count" unit="">0</metric>
    <metric name="openroad.warnings" unit="">32</metric>
  </group>
</metrics>
## critical path, cell delays in order
cell and delay [ns]:
sky130_fd_sc_hd__clkdlybuf4s50_1 0.61, sky130_fd_sc_hd__a21oi_1 0.10, sky130_fd_sc_hd__o21bai_1 0.17, sky130_fd_sc_hd__a22o_1 0.27, sky130_fd_sc_hd__ha_1 0.21, sky130_fd_sc_hd__fa_1 0.42
sky130_fd_sc_hd__xnor2_1 0.17, sky130_fd_sc_hd__buf_4 0.19, sky130_fd_sc_hd__clkdlybuf4s50_1 0.48
## kinds of logic (layout without fill, tap and decap cells)
kind of cell | Yosys count | count (layout)
buffers and inverters | 34 | 37
AND/OR/NAND/NOR | 21 | 21
AND-OR/OR-AND | 19 | 19
latches | 12 | 12
adder cells (fa/ha/maj) | 6 | 6
XOR/XNOR | 5 | 5
other | 2 | 24
multiplexers | 1 | 1
## cells in the final DEF, fill, tap and decap left out, drive strengths merged, types with 4 or more instances in the layout
master / instances
nor2: 4
o21ai: 5
nand2: 4
a21oi: 7
conb: 24
clkdlybuf4s50: 28
nor3: 5
inv: 8
ha: 5
dlxtn: 12
## metal layers
layer  vias up  track usage, %
met4         0               0
met5         -               0
met1       274            5.85
met3         0           0.909
li1        341               -
met2        23            9.55
## where the power goes
group	switching [mW]	internal, mW	leakage [nW]
registers	0.00149	0.0146	0.0941
clock network	0	0	0
logic	0.0419	0.0513	0.379
total	0.0434	0.0660	0.473
## through the flow
stage / instances / total power, mW / hold WS, ns / setup slack (ns) / instance area, sq um
final: 171 / 0.109 / 3.57 / 1.10 / 1030
after CTS: 171 / 0.113 / 3.57 / 1.07 / 1030
after global placement: 171 / 0.112 / 3.56 / 1.12 / 1030
after detailed placement: 171 / 0.112 / 3.58 / 1.07 / 1030
after floorplan: 122 / 0.0759 / 2.55 / 2.16 / 866
after global routing: 171 / 0.124 / 3.63 / 0.945 / 1030
## sequential cells by signal (all words and copies together) (netlist names)
| register | count |
|---|---|
| hex0 | 7 |
| hex1 | 5 |
## worst paths after layout
| check | slack (ns) | startpoint | depth (start not counted) | endpoint |
|---|---|---|---|---|
| setup / recovery | 1.10 | sw[4] | 9 | y[3] |
| hold / removal | 3.57 | sw[0] | 2 | y[0] |
## layout make-up
class / instances / area [sq um]
repair buffers: 29 / 288
inverters: 8 / 30.0
flip-flops and latches: 12 / 180
well taps: 46 / 57.6
multi-input cells: 76 / 472
fillers: 374 / 2390
Power and IR drop assume default switching activity.
