$ cat /design/flow/run.sh
#!/bin/bash
# OpenROAD 26Q1-2900-gdf79404cd8, Yosys 0.63+post, stock flow scripts
make -C /OpenROAD-flow-scripts/flow DESIGN_CONFIG=/design/flow/config.mk WORK_HOME=/design/flow/orfs finish
$ cat /design/flow/config.mk
export PLATFORM = sky130hd
export DESIGN_NAME = counter
export DESIGN_NICKNAME = counter
export VERILOG_FILES = /design/flow/design.v
export SDC_FILE = /design/flow/constraint.sdc
export NUM_CORES = 4
export LEC_CHECK = 1
export CORE_UTILIZATION = 40
$ cat /design/flow/constraint.sdc
current_design counter

set clk_period 4.3
set clk_io_pct 0.2

create_clock -name clk0 -period $clk_period [get_ports {clk}]

set non_clock_inputs [all_inputs -no_clocks]
set_input_delay [expr $clk_period * $clk_io_pct] -clock clk0 $non_clock_inputs
set_output_delay [expr $clk_period * $clk_io_pct] -clock clk0 [all_outputs]
$ cat /design/flow/design.v
module counter(
input clk,
input en,
input reset,
output reg [31:0] pulse_counter,
output reg [31:0] counter_status);
wire hundredth_of_second_passed = (pulse_counter == 31'd499999);
always @(posedge clk or posedge reset)
begin
	if(reset) 
	begin
		pulse_counter <= 0;
		counter_status <= 1;
	end
	else
	begin
		if(en | hundredth_of_second_passed)
			begin
				if(hundredth_of_second_passed) 
					begin
						pulse_counter<=0;
						counter_status<=0;
					end
				else 
				begin
					pulse_counter <= pulse_counter + 1;
					counter_status <= counter_status + 1;
				end
			end
		else
			begin
				pulse_counter <= pulse_counter;
				counter_status <= counter_status;
			end
		end
	end
endmodule
==> flow_summary.yaml <==
# implementation run metrics
timing:
  fin_setup_tns_ps: 0
  worst_slew_pin_slew_ps: 909
  hold_violations: 0
  fmaxAchievable_mhz: 330
  finalClockPeriodUsage_pct: 70.4
  finalClockSkew_ps: 10.1
  rsz0062_at_grt: "no"
  timing.final.crit_period_ps: 3030
  setup_violations: 0
  maxSlewHeadroom_pct: 38.8
  maxSlewViolCount: 0
power:
  ir_worst_vdd_mv: 0.301
  powerDensity_nw_per_um2: 392
  swShare_pct: 26.4
  pwr-share-seq_pct: 47.3
  p_clk_share_pct: 36.5
  switchingPower_mw: 0.441
  leakage_nw: 1.70
  power_frac_comb_pct: 16.2
  internal_power_mw: 1.23
cells_and_area:
  area_growth_pct: 31.0
  stdcell_count: 509
  drive_gt1_share_pct: 8.35
yosys:
  common_cells: "dfrtp_1 (63), nor2_1 (29), xnor2_1 (23)"
  yosys_warnings: 1
  synth_cells: 335
  flop_cell: "dfrtp_1"
  edf_count: 0
  yosys_area_um2: 3260
  top_area_share_pct: 48.4
  synth_seq_share_pct: 49.2
  async_flop_share_pct: 100
  synth_area_um2: 3260
  synthDistinctLibCells: 34
  ys_cells: 335
  top_cell: "dfrtp_1"
  top_area_cell: "dfrtp_1"
  synth.avg_cell_area_um2: 9.73
  ys_ff: 64
  top_cells_by_area: "dfrtp_1 (48%), xnor2_1 (6.2%), xor2_1 (4.3%), nand4_1 (4.0%), nor2_1 (3.3%)"
clock_network:
  h-tree-depth: 3
  clkSlewWorstSetupHoldPaths_ps: 70
  postCtsSetupRepairBufs: 0
  cts_made_buffers: 9
  cts_tree: "yes"
  clkLatencyLatePin_ps: 330
  post_cts_resized: 0
  clockBufferDepth: 2
  cts_root_buf: "clkbuf_8"
  hold_buffers: 0
  cts.sinks: 64
placed_design:
  dp_hpwl_um: 5040
  place_congestion: 0.821
  dp_cells: 494
  port_buffers: 66
setup_path:
  slowest_delay_ps: 860
  crit_fanout: 19
  startpoint: "en"
  cp-end-kind: "flip-flop"
  rrSetupSlack_ps: 1690
  start_kind: "input port"
  critical_path_class: "in2reg"
  reg2reg_to: "counter_status[18]"
  slowest_stage: "or4_1"
  cp.required_ps: 4560
  cp_data_arrival_time_ps: 3290
  r2r_cells: 5
  reg2reg_from: "counter_status[0]"
  path_cells: "clkdlybuf4s50_1 > buf_4 > nand3_2 > or4_1 > or4_4 > a21oi_2"
detailed_routing:
  ant_nets: 0
  vias: 2777
  drt-pass1-iter-count: 4
  drc: 0
  viasPerCell: 5.46
  routed_wl_um: 7520
  route.detailed.wl_per_inst_um: 14.8
  n_antenna_cell: 0
  drt_iter0_drc: 155
global_route:
  overflow: 0
  grt_max_degree: 44
  grt_pass1_wl_um: 12700
  first_global_vias: 2573
  antenna_found_initial: 0
  grt.total_usage_pct: 19.4
floorplan:
  core_um2: 7810
  dieArea_um2: 8510
  ios: 67
  fp_util_pct: 41.7
  die_h_um: 92.3
  fp.dieW_um: 92.3
  rows: 32
flow_run:
  warnings: 25
  maxCapViolations: 0
worst_hold_path:
  holdCritPathClass: "reg2reg"
  min_to: "pulse_counter[31]"
  hp-start: "pulse_counter[31]"
  holdPathStages: 1
status:
  outcome: "finished, final reports clean"
==> stage by stage <==
step | worst slack [ps] | hold WS (ps) | total power [mW] | util, % | instance area [um2]
2_1_floorplan | 1820 | 443 | 0.895 | - | 3260
3_3_place_gp | 988 | 484 | 1.07 | 51.6 | 4030
3_5_place_dp | 964 | 491 | 1.07 | 51.6 | 4030
4_1_cts | 1300 | 499 | 1.69 | 54.7 | 4270
5_1_grt | 1160 | 509 | 1.78 | 54.7 | 4270
6_report | 1270 | 494 | 1.67 | 54.7 | 4270
==> layout by cell type, fill, tap and decap left out, types with 14 or more instances in the layout <==
master | netlist | final
clkdlybuf4s50_1 | 0 | 66
dfrtp_1 | 63 | 63
nor2_1 | 29 | 29
xnor2_1 | 23 | 23
nand2_1 | 22 | 22
nand4_1 | 21 | 21
a21oi_1 | 19 | 19
xor2_1 | 16 | 16
nand3_1 | 15 | 15
or3_1 | 14 | 14
==> worst max path at each step <==
| stage | cells after the start | end |
|---|---|---|
| after CTS | 6 | counter_status[31] |
| after global routing | 6 | counter_status[24] |
| final | 6 | counter_status[31] |
==> cell families after synthesis <==
logic type / share of synthesized area (%)
fa+ha+maj: 0.768
simple gates: 27.7
mux: 0.614
compound gates: 8.14
xor+xnor: 10.5
buf+inv: 3.11
flops: 49.2
==> critical path: cells and delay by family <==
kind	cells	cell delay, ps
simple gates	3	1620
buf+inv	2	660
compound gates	1	140
==> registers in the layout, indices dropped and copies added, names as in the netlist <==
signal	flops
counter_status	32
pulse_counter	32
==> cell type report <==
class	count	area, um2
Tap cell	102	128
Fill cell	702	3540
Clock buffer	13	179
Clock inverter	2	60.1
Timing Repair Buffer	70	691
Inverter	12	45.0
Multi-Input combinational cell	246	1560
Sequential cell	64	1600
==> routing by layer <==
layer / up-vias / wire length, um / share of wire (%) / track usage, %
met5: - / 0 / 0 / 0
li1: 1360 / - / - / -
met2: 74 / 3340 / 44 / 27.5
met4: 0 / 65 / 0.86 / 1.56
met1: 1338 / 3730 / 50 / 32.8
met3: 5 / 389 / 5.2 / 4.14
==> power by group through the flow <==
| stage | Combinational (mW) | Clock [mW] | Sequential (mW) |
|---|---|---|---|
| CTS | 0.275 | 0.628 | 0.789 |
| finish | 0.271 | 0.610 | 0.791 |
| global route | 0.309 | 0.658 | 0.809 |
Power and IR drop assume default switching activity.
